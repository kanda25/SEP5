$ cat ./run.sh
#!/bin/bash
# OpenROAD 26Q1-2900-gdf79404cd8, Yosys 0.63+post, stock flow scripts
make -C /OpenROAD-flow-scripts/flow DESIGN_CONFIG=/design/flow/config.mk WORK_HOME=/design/flow/orfs finish
$ cat ./config.mk
export PLATFORM = sky130hd
export DESIGN_NAME = SHIFTER
export DESIGN_NICKNAME = SHIFTER
export VERILOG_FILES = /design/flow/design.v
export SDC_FILE = /design/flow/constraint.sdc
export NUM_CORES = 4
export LEC_CHECK = 1
export CORE_AREA = 10 10 70 70
export DIE_AREA = 0 0 80 80
$ cat ./constraint.sdc
current_design SHIFTER

set clk_period 1.6
set clk_io_pct 0.2

create_clock -name clk0 -period $clk_period

set non_clock_inputs [all_inputs -no_clocks]
set_input_delay [expr $clk_period * $clk_io_pct] -clock clk0 $non_clock_inputs
set_output_delay [expr $clk_period * $clk_io_pct] -clock clk0 [all_outputs]
$ cat ./design.v
module SHIFTER(A,OpCode,Q,C);
  parameter NBITS = 4;
  input [NBITS-1:0] A;
  input [2:0] OpCode;
  output [NBITS-1:0] Q;
  output C;
  reg C;
  reg NextC;
  reg [NBITS-1:0] S;
  always @(OpCode)
    case(OpCode)
    3'b000 : begin
      S = (A <<< 1);
      C = A[NBITS-2];
    end
    3'b001 : begin
      S = (A >>> 1);
      C = A[0];
    end
    3'b010 : begin
      S = (A << 1);
      C = A[NBITS-1];
    end
    3'b011 : begin
      S = (A >> 1);
      C = A[0];
    end
    3'b100 : begin
      S = (A << 1);
      S[0] = A[NBITS-1];
      C = A[NBITS-1];
    end
    3'b101 : begin
      S = (A >> 1);
      S[NBITS-1] = A[0];
      C = A[0];
    end
    default : begin
      S = 4'b0000;
      C = 1'b0;
    end
    endcase
    assign Q = S;
endmodule
==> impl_metrics.json <==
{
  "mux_share_pct": 15.2,
  "min_from": "OpCode[2]",
  "portBuffers": 12,
  "p_leak_nw": 0.123,
  "coreArea_um2": 3420,
  "ys_area_um2": 131,
  "cpPeakStageDelay_ns": 0.26,
  "dp_hpwl_um": 549,
  "yosys_warnings": 1,
  "antenna_cells": 0,
  "area_leaders": "mux2i_1 (15%), a21oi_1 (11%), o21ai_0 (11%), nor2b_4 (10%), buf_6 (8.6%)",
  "tightest_slew_ns": 0.175,
  "gp_congestion": 0.614,
  "total_power_w": 0.0000583,
  "maxCapViolCount": 0,
  "pre_cts_slack_ns": -0.544,
  "whs_path_depth": 3,
  "fill_cells": 411,
  "routedWlPerCell_um": 7.80,
  "ir_worst_vdd_mv": 0.0215,
  "fmax_mhz": 664,
  "path_cells": "clkdlybuf4s15_1 > buf_6 > nor2_2 > o21ai_0 > o21ai_0 > dlygate4sd2_1",
  "cp_max_fo": 6,
  "yosys_cells": 21,
  "grt_pass1_wl_um": 979,
  "synth_area_per_cell_um2": 6.26,
  "grt_antenna_before_repair": 0,
  "die_y_um": 80,
  "period_minus_slack_ns": 1.51,
  "hold_class": "in -> out",
  "ios": 12,
  "synth_area_um2": 131,
  "clkbuf_count": 0,
  "dieArea_um2": 6400,
  "num_vias": 194,
  "relSlewSlack_pct": 88.2,
  "setup_violations": 0,
  "final_cells": 79,
  "crit_slowest_cell": "dlygate4sd2_1",
  "fin_crit_sh_pct": 94.2,
  "crit_type": "in -> out",
  "vias_per_cell": 2.46,
  "placedCellCount": 79,
  "cts_hold_buf": 0,
  "largest_area_cell": "mux2i_1",
  "regArea_um2": 0,
  "critPathMostFrequentCell": "o21ai_0",
  "drive_above_1_share_pct": 24.2,
  "synth_seq_share_pct": 0,
  "drc_errors": 0,
  "layout_top_cell": "dlygate4sd2_1",
  "top_logic_kind": "simple AND/OR/NAND/NOR gates",
  "drt_iter0_markers": 21,
  "required_ns": 1.28,
  "ys_sh_aoi_pct": 35.2,
  "startpoint_type": "input pin",
  "initCoreUtil_pct": 3.85,
  "ys_sh_simple_pct": 37.1,
  "netlist_instances": 21,
  "xor_area_share_pct": 0,
  "outcome": "finished clean",
  "ant_nets": 0,
  "setup_tns_ns": 0,
  "setup_slack_ns": 0.0929,
  "crit_path_end_kind": "primary output",
  "track_usage_pct": 1.96,
  "dieWidth_um": 80,
  "totalWireLength_um": 616,
  "rows": 21,
  "p_per_area_nw_per_um2": 199,
  "hold_viol": 0,
  "top_cell_area_share_pct": 15.2,
  "synthAdderAreaFrac_pct": 0,
  "grt_max_degree": 10,
  "warning_count": 32,
  "lay_top_cells": "dlygate4sd2_1 (7), o21ai_0 (3), a21oi_1 (3)",
  "grt.overflow.total": 0,
  "flops": 0,
  "ys_types": 13,
  "holdPathEnd": "Q[1]",
  "postCtsSetupBuffers": 0,
  "dr.pass1.iters": 2,
  "grt_pass1_vias": 182,
  "grt_setup_unrepaired": "false",
  "worstPathArrival_ns": 1.19,
  "drv_slew": 0,
  "syn2layout_area_growth_pct": 123
}
==> stage by stage <==
step | util [%] | hold WS, ns | area, µm²
2_1_floorplan | - | 0.663 | 131
3_3_place_gp | 9.01 | 1.68 | 308
3_5_place_dp | 9.01 | 1.67 | 308
4_1_cts | 8.57 | 1.07 | 293
5_1_grt | 8.57 | 1.08 | 293
6_report | 8.57 | 1.05 | 293
==> routing by layer <==
layer  global-route usage [%]  vias to the layer above  routed length, µm
met5                        0                        -                  0
met1                     2.04                       91                219
met2                     3.85                        4                347
li1                         -                       99                  -
met4                        0                        0                  0
met3                    0.682                        0                 49
==> kinds of logic after synthesis <==
kind of cell,count (synthesis)
simple gates,9
mux,2
buf+inv,2
compound gates,8
==> how the worst max path moves through the flow <==
stage	startpoint	endpoint	slack, ns	depth (start not counted)
final	OpCode[1]	Q[3]	0.09	6
after global routing	OpCode[1]	Q[3]	0.02	6
after CTS	OpCode[1]	Q[3]	0.08	6
==> power breakdown <==
group	leakage, nW	switching [W]	internal, W
sequential	0	0	0
clock	0	0	0
combinational	0.123	0.0000236	0.0000347
==> repair_timing <==
| item | CTS | global route |
|---|---|---|
| endpoints found under the setup margin | 5 | 0 |
| resized | 27 | 0 |
| hold endpoints to repair | 0 | 0 |
==> critical path: cells and delay by family <==
| family | cells | cell delay (ns) |
|---|---|---|
| buf+inv | 3 | 0.59 |
| compound gates | 2 | 0.25 |
| simple gates | 1 | 0.04 |
==> cell usage after synthesis <==
master and instances:
and2_1 1, o31ai_1 1, nor3_1 1, buf_2 1, a31o_2 1, buf_6 1
mux2i_1 2, nand3_1 1, nor2b_4 1, nor2_1 3, o21ai_0 3, nand2_1 2
a21oi_1 3
==> final cells by class <==
type / instances / area [µm²] / area share [%]
multi-input cells: 19 / 118 / 40.2
well taps: 46 / 57.6 / 19.7
repair buffers: 14 / 118 / 40.2
Power figures rest on the tool's default switching activity, not on a simulated workload.
