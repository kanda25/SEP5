==> ./design.v <==
module ALU(A,B,OpCode,Q,C);
  parameter NBITS = 4;
  input [NBITS-1:0] A,B;
  input [2:0] OpCode;
  output [NBITS:0] Q;
  output C;
  reg [2:0] Mode;
  reg [NBITS:0] S;
  always @(OpCode)
    case(OpCode)
    3'b000 : S = A + B;
    3'b001 : S = A - B;
    3'b010 : S = A + B + 1;
    3'b011 : S = A - B - 1;
    3'b100 : S = A & B;
    3'b101 : S = A | B;
    3'b110 : S = A ^ B;
    3'b111 : S = {1'b0 + ~B};
    default : S = 5'b00000;
    endcase
  assign Q = S;
  assign C = Q[NBITS];
endmodule
==> ./run.sh <==
#!/bin/bash
# OpenROAD 26Q1-2900-gdf79404cd8, Yosys 0.63+post, stock flow scripts
make -C /OpenROAD-flow-scripts/flow DESIGN_CONFIG=/design/flow/config.mk WORK_HOME=/design/flow/orfs finish
==> ./config.mk <==
export PLATFORM = sky130hd
export DESIGN_NAME = ALU
export DESIGN_NICKNAME = ALU
export VERILOG_FILES = /design/flow/design.v
export SDC_FILE = /design/flow/constraint.sdc
export NUM_CORES = 4
export LEC_CHECK = 1
export CORE_AREA = 10 10 70 70
export DIE_AREA = 0 0 80 80
==> ./constraint.sdc <==
current_design ALU

set clk_period 7.3
set clk_io_pct 0.2

create_clock -name clk0 -period $clk_period

set non_clock_inputs [all_inputs -no_clocks]
set_input_delay [expr $clk_period * $clk_io_pct] -clock clk0 $non_clock_inputs
set_output_delay [expr $clk_period * $clk_io_pct] -clock clk0 [all_outputs]
==> results.txt <==
Entry: Yosys synthesis followed by OpenROAD place and route.

Run status:
- The run finished with clean final reports.

Drt:
- The run gives the number of remaining DRC errors as 0.
- The run gives the number of iterations in the first detailed-routing pass as 4.
- The run puts the count of nets left with antenna violations after detail routing at 0.
- The run puts the routed wire length per instance at 12.1 um.
- The run gives the number of diodes as 0.
- The run puts the final wirelength at 1940 um.
- The violation tally recorded at the end of detailed-routing iteration 0 is 35.
- Detailed routing inserted a total of 731 vias.
- The run puts the detailed-route vias per instance at 4.57.

Hold path:
- The worst hold path belongs to the class in2out.
- STA lists the startpoint of the worst hold path as OpCode[1].

Die:
- The run gives the chip width as 80 um.
- The run puts the area of the core at 3420 um^2.
- The run gives the core utilization at floorplan as 0.238.
- The run gives the number of primary I/O pins as 17.
- Measured along the y axis, the die boundary spans 80 um.
- After floorplanning, the core was divided into 21 placement rows.
- The run gives the total die size as 6400 um^2.

Clock tree:
- The run puts the count of hold-fix buffers inserted at cts at 0.
- The report lists the number of cells resized after CTS as 0.
- The run gives the number of post-CTS setup repair buffers as 0.

Layout:
- The run gives the layout overhead on the synthesized area as 24.2%.
- The run puts the final core utilization at 0.295.
- The run puts the sequential cell count of the final layout at 0.
- The sequential cells in the finished layout cover a total of 0 um^2.
- The run puts the fraction of layout instances using a drive strength above 1 at 0.0526.
- The run gives the clock buffer instance count of the final layout as 0.

Setup path:
- The run gives the critical path startpoint as OpCode[0].
- The run gives the data required time of the worst path as 5.84 ns.
- The slowest stage of the critical path is the sky130_fd_sc_hd__clkdlybuf4s50_1 cell.
- The run gives the data arrival time of the critical path as 4.71 ns.
- The run puts the maximum cell stage delay along the critical path at 0.74 ns.
- By instance count, the cell type seen most on the critical path is sky130_fd_sc_hd__clkdlybuf4s50_1.
- The run gives the highest fanout seen on the critical path as 10.
- STA classifies the critical path endpoint as an output pin.
- For reference, the critical path cell chain is clkdlybuf4s50_1 -> inv_6 -> nor3_1 -> mux2_2 -> fa_1 -> inv_1 -> a21o_1 -> a21oi_1 -> xnor2_1 -> a211oi_1 -> clkdlybuf4s50_1.
- By startpoint and endpoint, the worst setup path is classified as in2out.
- The run gives the kind of launch point of the worst setup path as a primary input.

Placement:
- The run gives the half-perimeter wire length of the detailed placement result as 1600 um.
- The run gives the final estimated routing congestion in global placement as 0.829.
- The run puts the count of buffers from port buffering at 17.

Global routing:
- The number of global-route vias before repair was 704.
- The run puts the initial antenna violation count at 0.
- The run puts the largest net degree at the start of global routing at 17.
- The run gives the aggregate global-route resource usage as 0.0598.
- The run puts the total congestion overflow at 0.
- The run puts the wire length of the first global-routing pass at 3250 um.

Run:
- The number of maximum-capacitance violations recorded for the run is 0.
- The run puts the number of warnings in the stage logs at 43.

Yosys:
- According to the Yosys statistics, the synthesized design has a chip area of 812 um^2.
- The run gives the most frequent cell after synthesis as sky130_fd_sc_hd__ha_1.
- The run puts the cell area after synthesis at 812 um^2.
- The run gives the fraction of post-synthesis cell area in the top cell type by area as 0.293.
- Averaged over all synthesized cells, the footprint is 7.96 um^2.
- Ranked by instance count, the synthesized netlist is headed by sky130_fd_sc_hd__ha_1, sky130_fd_sc_hd__inv_1, sky130_fd_sc_hd__a21oi_1.
- After technology mapping, the gate count stands at 102.
- The run puts the cell count in the Yosys report at 102.
- For this run, the register share of the synthesized area comes to 0.
- The synthesis report lists the most area-consuming cells as sky130_fd_sc_hd__ha_1, sky130_fd_sc_hd__fa_1, sky130_fd_sc_hd__xnor2_1.
- The cell type that accounts for the most area after synthesis is sky130_fd_sc_hd__ha_1.
- Yosys mapped the design onto 34 distinct sky130hd cell types.
- The run puts the number of warnings reported in the yosys synthesis log at 1.

Timing:
- The run puts the final period utilization at 0.845.
- The run puts the setup-violating endpoint count in the final report at 0.
- The run puts the max-slew violation count at 0.
- For the final routed database, the setup TNS stands at 0 ns.
- The run puts the remaining max-slew budget at the tightest pin at 0.615.
- The run gives the slew of the pin with the lowest slew margin as 0.576 ns.
- After layout, the minimum clock period comes to 6.17 ns.
- Setup repair after global routing left no endpoint under its margin.
- In this build the clock could be raised as far as 0.162 GHz.
- The final hold violation count recorded for this run is 0.

Power:
- The run puts the leakage dissipation at 0.455 nW.
- The run puts the cell area power density at 71.7 nW/um^2.
- The run gives the maximum VDD drop as 18.3 uV.
-- final timing paths --
kind | depth (start not counted) | slack, ns | endpoint
worst max-delay path | 11 | 1.13 | C
worst min-delay path | 4 | 4.08 | Q[2]
-- cell type report --
class,count,area [um^2]
Multi-Input combinational cell,82,719
Timing Repair Buffer,17,170
Fill cell,373,2410
Inverter,15,61.3
Tap cell,46,57.6
-- cell usage in the layout (no fill, tap or decap), drive strengths merged, types with 3 or more instances in the layout --
master,netlist,final
nand2,3,3
a21oi,8,8
o21ai,4,4
xnor2,6,6
nor2b,5,5
clkdlybuf4s50,0,17
inv,15,15
fa,3,3
a31oi,3,3
nor2,5,5
ha,19,19
-- report_power, final --
group	internal, mW	switching (mW)
Clock	0	0
Sequential	0	0
Combinational	0.0387	0.0336
-- cells by family (layout without fill, tap and decap cells) --
kind of cell / Yosys count / after routing / synth area share
AOI/OAI and AO/OA: 28 / 28 / 0.233
and+or+nand+nor: 20 / 20 / 0.128
buffers and inverters: 20 / 32 / 0.114
muxes: 4 / 4 / 0.0724
xor gates and xnor gates: 8 / 8 / 0.0863
adders and majority gates: 22 / 22 / 0.367
-- routing by layer --
metal,up-vias,global-route usage,routed length [um]
li1,379,-,-
met1,338,0.0901,1030
met2,14,0.0939,816
met3,0,0.00682,89
met4,0,0,0
met5,-,0,0
-- metrics by stage --
| stage | power, mW | setup WS (ns) | cell area (um^2) | std cells | hold slack, ns |
|---|---|---|---|---|---|
| CTS | 0.0732 | 1.09 | 1010 | 160 | 4.08 |
| floorplan | 0.0467 | 2.40 | 812 | 102 | 3.16 |
| global route | 0.0825 | 0.846 | 1010 | 160 | 4.14 |
| finish | 0.0723 | 1.13 | 1010 | 160 | 4.08 |
| global placement | 0.0723 | 1.16 | 1010 | 160 | 4.09 |
| detailed placement | 0.0728 | 1.10 | 1010 | 160 | 4.08 |
-- critical path: cells and delay by family --
| kind | cells | cell delay [ns] |
|---|---|---|
| adders and majority gates | 1 | 0.42 |
| muxes | 1 | 0.41 |
| and+or+nand+nor | 1 | 0.39 |
| xor gates and xnor gates | 1 | 0.12 |
| buffers and inverters | 4 | 1.43 |
| AOI/OAI and AO/OA | 3 | 0.46 |
Power figures rest on the tool's default switching activity, not on a simulated workload.
