--- flow/design.v ---
module clocktest(
  input CLK,RST,
  output[6:0] HEX0,HEX1,HEX2,HEX3,HEX4,HEX5
);
wire en1hz;
en100hz c0(
  .CLK(CLK),
  .RST(RST),
  .EN1HZ(en1hz)
);
wire [3:0] QLsec;
wire [2:0] QHsec;
wire CtoMin;
cnt60 sec(
  .CLK(CLK),
  .RST(RST),
  .CLR(CLR),
  .EN(1'b1),
  .en1hz(en1hz),
  .QL(QLsec),
  .QH(QHsec),
  .CA(CtoMin)
);
wire [3:0] QLmin;
wire [2:0] QHmin;
wire CtoHour;
cnt60 min(
  .CLK(CLK),
  .RST(RST),
  .CLR(CLR),
  .EN(CtoMin),
  .en1hz(en1hz),
  .QL(QLmin),
  .QH(QHmin),
  .CA(CtoHour)
);
wire [2:0] QLhour;
wire [1:0] QHhour;
cnt24 hour(
  .CLK(CLK),
  .RST(RST),
  .CLR(CLR),
  .ENsec(CtoMin),
  .ENmin(CtoHour),
  .en1hz(en1hz),
  .QL(QLhour),
  .QH(QHhour)
);
sevenSeg s0(
  .D(QLsec),
  .Q(HEX0[6:0])
);
sevenSeg s1(
  .D(QHsec),
  .Q(HEX1[6:0])
);
sevenSeg s2(
  .D(QLmin),
  .Q(HEX2[6:0])
);
sevenSeg s3(
  .D(QHmin),
  .Q(HEX3[6:0])
);
sevenSeg s4(
  .D(QLhour),
  .Q(HEX4[6:0])
);
sevenSeg s5(
  .D(QHhour),
  .Q(HEX5[6:0])
);
endmodule
module cnt24(
  input CLK,RST,CLR,
  input ENsec, ENmin,
  input en1hz,
  output reg [1:0] QH,
  output reg [2:0] QL
);
wire EN = ENsec && ENmin;
always @ (posedge CLK, posedge RST) begin
  if (RST)
    QL <= 3'b0;
  else if(CLR)
    QL <= 3'b0;
  else if(en1hz == 1 && EN == 1) begin
    if(QL == 3'd4)
      QL <= 3'b0;
    else
      QL <= QL + 1'b1;
  end
end
always @ (posedge CLK, posedge RST) begin
  if (RST)
    QH <= 2'b0;
  else if (CLR)
    QH <= 2'b0;
  else if(en1hz == 1 && EN == 1) begin
    if (QL == 3'd4)
      if(QH == 2'd2)
        QH <= 1'b0;
    else
      QH <= QH + 1'b1;
  end
end
endmodule
module cnt60(
  input CLK,RST,CLR,
  input EN,
  input en1hz,
  output reg [2:0] QH,
  output reg [3:0] QL,
  output CA
);
always @ (posedge CLK, posedge RST) begin
  if (RST)
    QL <= 4'd0;
  else if(CLR)
    QL <= 4'd0;
  else if(en1hz == 1 && EN == 1) begin
    if(QL == 4'd9)
      QL <= 4'd0;
    else
      QL <= QL + 1'b1;
  end
end
always @ (posedge CLK, posedge RST) begin
  if (RST)
    QH <= 3'b0;
  else if (CLR)
    QH <= 3'b0;
  else if(en1hz == 1 && EN == 1)begin
    if (QL == 4'd9) 
      if(QH == 3'd5)
        QH <= 1'b0;
    else
      QH <= QH + 1'b1;
  end
end
assign CA = (QH == 3'd5 && QL == 4'd9 && en1hz == 1'b1);
endmodule
module en100hz(
  input CLK,RST,
  output EN1HZ
);
reg [18:0] cnt;
always @ (posedge CLK, posedge RST) begin
  if (RST)
  cnt <= 18'b0;
  else if (EN1HZ)
    cnt <= 18'b0;
  else
    cnt <= cnt + 1'b1;
end
assign EN1HZ = (cnt == 19'd499999);
endmodule
module sevenSeg(
  input [3:0] D,
  output reg [6:0] Q
);
always @* begin
  case(D)
    4'h0: Q = 7'b1000000;
    4'h1: Q = 7'b1111001;
    4'h2: Q = 7'b0100100;
    4'h3: Q = 7'b0110000;
    4'h4: Q = 7'b0011001;
    4'h5: Q = 7'b0010010;
    4'h6: Q = 7'b0000010;
    4'h7: Q = 7'b1011000;
    4'h8: Q = 7'b0000000;
    4'h9: Q = 7'b0010000;
    default: Q = 7'b1111111;
    endcase
end
endmodule
--- flow/run.sh ---
#!/bin/bash
# OpenROAD 26Q1-2900-gdf79404cd8, Yosys 0.63+post, stock flow scripts
make -C /OpenROAD-flow-scripts/flow DESIGN_CONFIG=/design/flow/config.mk WORK_HOME=/design/flow/orfs finish
--- flow/config.mk ---
export PLATFORM = sky130hd
export DESIGN_NAME = clocktest
export DESIGN_NICKNAME = clocktest
export VERILOG_FILES = /design/flow/design.v
export SDC_FILE = /design/flow/constraint.sdc
export NUM_CORES = 4
export LEC_CHECK = 1
export CORE_UTILIZATION = 30
--- flow/constraint.sdc ---
current_design clocktest

set clk_period 1.4
set clk_io_pct 0.2

create_clock -name clk0 -period $clk_period [get_ports {CLK}]

set non_clock_inputs [all_inputs -no_clocks]
set_input_delay [expr $clk_period * $clk_io_pct] -clock clk0 $non_clock_inputs
set_output_delay [expr $clk_period * $clk_io_pct] -clock clk0 [all_outputs]
==> reports/metrics.cfg <==
[route]
diodes=0
drt_wl_total_um=4580
via_per_inst=4.41
remaining_drc_errors=0
drtIter0Drc=29
routedWlPerCell_um=12.2
drtAntennaViolNets=0
drtPass1Iterations=6
via_count=1651

[grt]
grt_overflow_total=0
grt_use_total_pct=17.5
antenna_found_initial=0
grt_pass1_vias=1656
grt_max_degree=20
grt_pass1_wl_um=7370

[yosys]
yosys_area_mm2=0.00147
synth_area_per_cell_um2=8.35
yosys.stat.seqShare_pct=32.3
synth_cell_types=26
numSynthFlops=19
synthTopCellsByArea=dfrtp_1, ha_1, o21ai_0
synthCells=176
yosys_cells=176
syn_area_mm2=0.00147
yosysTopAreaCell=dfrtp_1
top_area_share_pct=32.3
yosys_warnings=10

[floorplanning]
core_area_mm2=0.00472
initial_core_util_pct=31.1
die-area_mm2=0.00518
io_pins=44
die_y_um=72.0
num_rows=25
die_x_um=72.0

[final_timing]
hold_violations=0
fmax_mhz=562
rsz0062_at_grt=yes
period_minus_slack_ns=1.78
hold_ws_ns=0.353
min_period_over_period_pct=127
setup_slack_ns=-0.379
slew_viol_final=0
fin_tns_setup_ns=-6.37
fin_skew_ns=0.000470
finalSetupViolCount=33

[cells_and_area]
final_cells=374
syn_to_final_growth_pct=116
drive_above_1_share_pct=70.7

[clocking]
cts.sink_count=19
cts_buffers=3
clockRootBuffer=clkbuf_8
clock_latency_ns=0.25
htree_levels=1
clockBufferDepth=2
hold_buffers=0
clk_pin_slew_worst_paths_ns=0.07
cts_tree=yes

[place]
pre_cts_slack_ns=-0.391
portBuffers=42
place.gp.congestion=0.823
dpl.hpwl_um=2340
dp.cells=325

[pwr]
internal_power_w=0.000751
pwr-share-clk_pct=40.1
power_leakage_nw=1.65
ir_worst_vdd_v=0.000238
pwr-share-seq_pct=58.2
swShare_pct=20.3
power_switching_w=0.000191
pwr-share-comb_pct=1.7
powerDensity_mw_per_mm2=297

[setup_path]
critPathLaunchType=flip-flop
required_ns=1.12
cp_data_arrival_time_ns=1.50
criticalPathCategory=flip-flop to primary output
path_max_fanout=3
cp-end-kind=primary output

[run]
warning_count=46
maxCapViolations=0

[min_path]
hp-class=input pin to asynchronous set/reset pin

[status]
violations=negative setup slack
status=complete, but fails checks

## metrics by stage
step | power [W] | cell area [µm²] | utilization [%]
floorplan | 0.000569 | 1470 | -
global placement | 0.000576 | 2280 | 48.3
detailed placement | 0.000576 | 2280 | 48.3
CTS | 0.000957 | 3080 | 65.2
global route | 0.000988 | 3180 | 67.2
finish | 0.000942 | 3180 | 67.2
## synth_stat cells
master	count
dfrtp_1	19
nand2_1	23
nand3b_1	1
conb_1	1
a21boi_0	1
nor2b_1	3
or2_2	1
nor2_1	18
a21oi_1	7
xor2_1	1
buf_6	1
o21ai_0	19
mux2i_1	5
and2_1	4
a22oi_1	1
a31oi_1	4
a21o_1	1
mux2_2	3
nor3_1	2
o31ai_1	2
nand2b_1	5
xnor2_1	1
buf_4	5
buf_2	4
ha_1	24
inv_1	20
## layout by cell type (no fill, tap or decap), types with 4 or more instances in the layout
| cell type | count |
|---|---|
| buf_4 | 51 |
| buf_6 | 42 |
| buf_2 | 32 |
| ha_4 | 23 |
| dfrtp_1 | 16 |
| nand2_1 | 14 |
| nor2_1 | 12 |
| inv_2 | 10 |
| o21ai_2 | 8 |
| inv_1 | 6 |
| nand2_2 | 6 |
| o21ai_1 | 6 |
| a21oi_1 | 5 |
| mux2i_1 | 5 |
| nor2_2 | 4 |
| a31oi_1 | 4 |
| dlygate4sd2_1 | 4 |
## final timing paths
path | slack (ns) | endpoint | cells past startpoint | startpoint
max in group asynchronous | 0.83 | sec.QL[0]$_DFF_PP0_ | 3 | RST
hold reg to reg | 0.56 | hour.QH[0]$_DFF_PP0_ | 2 | hour.QH[1]$_DFF_PP0_
hold / removal | 0.35 | min.QL[1]$_DFF_PP0_ | 3 | RST
setup / recovery | -0.38 | HEX2[0] | 6 | min.QL[0]$_DFF_PP0_
setup reg to reg | 0.04 | min.QL[2]$_DFF_PP0_ | 8 | min.QL[0]$_DFF_PP0_
min in group clk0 | 0.56 | hour.QH[0]$_DFF_PP0_ | 2 | hour.QH[1]$_DFF_PP0_
## power groups by stage
| stage | clock network (W) | registers, W | logic, W |
|---|---|---|---|
| 4_1_cts | 0.000392 | 0.000548 | 0.0000169 |
| 5_1_grt | 0.000421 | 0.000548 | 0.0000186 |
| 6_report | 0.000378 | 0.000548 | 0.0000155 |
## flip-flops by register name, indices dropped and copies added (netlist names)
name and flops:
min.QL 4, sec.QL 4, hour.QL 3, min.QH 3, sec.QH 3, hour.QH 2
## worst max-delay path: stages (launching register included)
cell     delay, ns
dfrtp_1       0.42
buf_6         0.14
ha_4          0.15
mux2_4        0.28
nor2_4        0.09
a31oi_1       0.04
buf_2         0.13
## area by class of cell
class                   count  area [µm²]
well taps                  67        83.8
inverters                  20        90.1
multi-input cells         127        1340
flip-flops and latches     19         479
fillers                   319        1550
clock buffers               3        41.3
clock inverters             1        5.00
repair buffers            137        1140
## per-layer routing
layer	routed length [µm]	global-route usage, %
met3	100	1.41
met2	2200	28.1
met1	2230	26.7
met4	46	3.49
met5	0	0
## timing repair
| item | 4_1_cts | 5_1_grt |
|---|---|---|
| pin swaps | 43 | 38 |
| gates resized | 251 | 42 |
| setup endpoints to repair | 41 | 37 |
| buffers inserted | 47 | 12 |
## logic make-up after synthesis
| logic type | synth area share (%) |
|---|---|
| compound gates | 13.1 |
| mux | 5.70 |
| fa+ha+maj | 20.4 |
| flops | 32.3 |
| buf+inv | 9.79 |
| other cells | 0.255 |
| simple gates | 17.2 |
| xor+xnor | 1.19 |
Power and IR drop assume default switching activity.
